File: /design/flow/run.sh
#!/bin/bash
# OpenROAD 26Q1-2900-gdf79404cd8, Yosys 0.63+post, stock flow scripts
make -C /OpenROAD-flow-scripts/flow DESIGN_CONFIG=/design/flow/config.mk WORK_HOME=/design/flow/orfs finish
File: /design/flow/config.mk
export PLATFORM = sky130hd
export DESIGN_NAME = programcounter
export DESIGN_NICKNAME = programcounter
export VERILOG_FILES = /design/flow/design.v
export SDC_FILE = /design/flow/constraint.sdc
export NUM_CORES = 4
export LEC_CHECK = 1
export CORE_AREA = 10 10 90 90
export DIE_AREA = 0 0 100 100
File: /design/flow/constraint.sdc
current_design programcounter

set clk_period 6.6
set clk_io_pct 0.2

create_clock -name clk0 -period $clk_period [get_ports {clk}]

set non_clock_inputs [all_inputs -no_clocks]
set_input_delay [expr $clk_period * $clk_io_pct] -clock clk0 $non_clock_inputs
set_output_delay [expr $clk_period * $clk_io_pct] -clock clk0 [all_outputs]
File: /design/flow/design.v
`timescale 1ns / 1ps
module programcounter(input clk, input rst, input [7:0] immediate, 
	     	      input take_branch, output [7:0] pc
	);
	reg [7:0] pcount = 8'b0; 
	assign pc = pcount;
	always @(posedge clk, posedge rst, posedge take_branch) begin
		if (rst) begin
			pcount <= 8'b0;
		end
		else if (take_branch) begin
			pcount <= pcount + immediate;
		end
		else if (clk) begin
			pcount <= pcount + 1;
		end
	end
endmodule
==> summary.txt <==
Item: results of the latest flow run.

- The flow ran to the end, and the final reports show no timing, DRC or antenna violations.
- The worst clock skew on the final layout is ~0.0022 ns.
- The aggregate negative setup slack is 0 ns.
- The average wire length per cell after detail routing is about 12 um.
- The number of standard cells reported by yosys is ~95.
- For this run, the number of standard cells in the final layout without fillers is between 150 and 200.
- The via count of the first global-routing pass came to between 700 and 800.
- The power spent charging and discharging nets is approximately 0.034 mW.
- The sort of element at the end of the critical path is an asynchronous set/reset pin.
- The routed design shows a via density per instance of 4.143.
- The kind of launch point of the worst setup path is an input port.
- The tree is rooted in a clkbuf_8.
- In this run the cell area of the synthesized design comes to between 900 and 1000 um2.
- In this run switching power makes up 22.24% of total power.
- The first routing iteration left 7 violations.
- The largest registers in the layout are pcount: 8 flops.
- The clock net in this run drives a total of 8 sinks.
- The total of endpoints with negative setup slack in the final report is 0.
- From left edge to right edge, the die measures approximately 100 um.
- The number of buffers and inverters on the critical path is 1.
- The tally of buffers added on design ports is 18.
- Counting every instance in the synthesized netlist gives ~95.
- The final critical-path required period is ~3.1 ns.
- The cell family contributing the most delay on the critical path is adder cells.
- The sequential standard cell area is approximately 260 um2.
- The hold-fix buffer count after cts is 0.
- Across the run, the number of max-cap violations was 0.
- The area of the core is roughly 6300 um2.
- The start of the worst register-to-register path is pcount[0]$_DFFSR_PPP_.
- Per the layout report, the design carries slightly below 700 filler cells.
- The number of CTS-inserted buffers is 3.
- The number of antenna diodes in the final layout is 0.
- The start-to-end type of the worst setup path is input port to asynchronous set/reset pin.
- The DRC violation total left in the routed layout is recorded as 0.
- Of the cells placed in the final design, the portion with a size suffix greater than 1 is under 10%.
- The buffers inserted during post-CTS setup optimization is 0.
- The post-synthesis sequential area ratio is 28.45%.
- The detailed placer reported the number of placed instances as around 190.
- Each instance of the synthesized netlist takes up on average 9.628 um2.
- The maximum level of the CTS H-tree is 1.
- By instance count after routing, the leading logic cell type is clkdlybuf4s50_1.
- The total die area is around 10000 um2.
- According to the floorplan log, the row count is 29.
- The hold path startpoint is pcount[0]$_DFFSR_PPP_.
- The largest net degree at the start of global routing is 17.
- Leaving out fill and tap cells, the most frequent cells in the layout are clkdlybuf4s50_1, ha_1, dfbbp_1.
- Synthesis instantiated 40 different standard cells from the library.
- The die is 100 um tall.
- The overall overflow remaining after global route is 0.
- The multi-input combinational cell area is between 600 and 700 um2.
- The floorplan-stage core utilization is 14.57%.
- The maximum buffer depth of the clock tree is 2.
- Per the detailed-route log, wirelength across all metal layers totals between 2 and 2.5 mm.
- For the worst setup path, the data required time is between 6 and 7 ns.
- The maximum cell stage delay along the critical path is about 0.45 ns.
- The clock latency at the later pin of the worst-skew pair is ~0.23 ns.
- Routability-driven placement finished with a final weighted congestion of roughly 0.86.
- The number of warnings reported in the yosys synthesis log is 4.
- Per the timing report, the achievable frequency comes out to 0.3199 GHz.
- The portion of total power attributed to the clock network is between 30% and 40%.
- TritonCTS built the clock tree.
- The area growth from synthesis to layout is 32.56%.
- Of all nets on the critical path, the largest fanout is 3.
- In this run the count of I/O pins placed on the die edge is 19.
- Looking at the max-slew report, the worst-margin pin has a slew of about 0.53 ns.
- The summed standard-cell area reported by yosys is 914.6 um2.
- The number of warnings in the stage logs is 32.
- The initial antenna violation count came to 0.
- The registers of the reported paths see a clock transition of approximately 0.040 ns.
- The number of flip-flops in the largest register is 8.
- The power per standard cell area is approximately 120 nW/um2.
- The number of nets with antenna violations after detailed routing is 0.
- Setup repair after global routing left no endpoint under its margin.
- The count of TritonRoute iterations in the first routing pass is 3.
- The relative slew slack is 64.29%.
- The data arrival time reported for the critical path is about 3.4 ns.
- The total power is between 0.15 and 0.2 mW.
- In the final report, the number of hold violations comes to 0.
- Per the STA report, the cell with the highest stage delay on the worst path is fa_1.
- Max-slew check failures listed in the final report amount to 0.
- Summed over all routing layers, the global router reports a total usage of under 10%.
- The post-synth register bit count is 8.
- Gates resized during post-CTS repair numbered 0.
- After layout, the worst path uses a little under half of the clock period.
- Summed over all nets, the half-perimeter wirelength after detailed placement is 1.842 mm.
- The analysis reports a worst IR drop on VDD of about 0.094 mV.
- The reported leakage power is approximately 0.45 nW.
- Counting flops per register, the top entry is pcount.
- The type recorded for the worst min-delay path is register to register.
- Per STA, the worst path is made up of clkdlybuf4s50_1 > ha_1 > fa_1 > a211oi_2 > o21bai_2 > mux2_4 > a311oi_2.
- Of the total power, registers draw 41.9%.
- Internal power comes to between 0.1 and 0.15 mW.
- The worst hold slack across all endpoints is 0.4429 ns.
- The launching instance or port of the critical path is immediate[0].
- The combinational power share is 19.5%.
- The first global-routing pass estimated between 3 and 4 mm of wire.
- The total number of vias is between 700 and 800.
## path summary, 6_finish.rpt
kind,endpoint,slack (ns),cells after the start
hold reg to reg,pcount[0]$_DFFSR_PPP_,0.44,0
max in group clk0,pc[1],3.89,1
setup / recovery,pcount[6]$_DFFSR_PPP_,3.47,7
min in group asynchronous,pcount[7]$_DFFSR_PPP_,0.74,3
hold / removal,pcount[0]$_DFFSR_PPP_,0.44,0
setup reg to reg,pcount[6]$_DFFSR_PPP_,4.48,6
## cells in the mapped netlist, drive strengths merged
master | n | area share (%)
nor4b | 2 | 1.9
clkbuf | 2 | 0.82
nor2 | 7 | 2.9
a21oi | 3 | 1.6
a311oi | 3 | 3.6
and4b | 1 | 1.1
a21o | 3 | 2.6
o21ai | 4 | 2.2
nand3 | 3 | 1.6
o22ai | 1 | 0.68
o21a | 2 | 1.6
dfbbp | 8 | 28
o211a | 1 | 1.1
a31oi | 1 | 0.68
xor2 | 2 | 1.9
nand2b | 4 | 2.7
nand4 | 3 | 2.1
ha | 8 | 11
buf | 2 | 1.4
and4 | 1 | 0.96
o21bai | 3 | 2.9
nor3b | 3 | 2.5
nand2 | 4 | 1.6
xnor2 | 6 | 5.7
o311a | 1 | 1.2
nor3 | 2 | 1.1
nor2b | 1 | 0.68
or3 | 3 | 2.1
inv | 2 | 0.82
and3 | 1 | 0.68
a211oi | 5 | 5.2
fa | 1 | 2.2
nand3b | 1 | 0.82
mux2 | 1 | 1.6
## metal layers
layer	GRT usage, %	part of all wire, %	up-vias
met2	7.218	44	14
met5	0	0	-
met3	1.319	4.5	4
met1	6.351	50	359
li1	-	-	406
met4	0.9783	1.8	0
## power groups by stage
stage	Clock, mW	Combinational, mW	Sequential, mW
4_1_cts	0.0604	0.0296	0.0632
5_1_grt	0.0639	0.0328	0.0631
6_report	0.0583	0.0294	0.0632
## logic make-up after synthesis
| kind of cell | count (synthesis) | share of synthesized area, % |
|---|---|---|
| XOR/XNOR | 8 | 7.661 |
| AND/OR/NAND/NOR | 36 | 22.71 |
| adder cells (fa/ha/maj) | 9 | 13.13 |
| AND-OR/OR-AND | 27 | 23.39 |
| multiplexers | 1 | 1.641 |
| buffers and inverters | 6 | 3.010 |
| flip-flops | 8 | 28.45 |
## through the flow
| step | util [%] | area, um2 | setup WS, ns |
|---|---|---|---|
| finish | 19.31 | 1212 | 3.474 |
| floorplan | - | 914.6 | 3.736 |
| global placement | 18.66 | 1171 | 3.248 |
| detailed placement | 18.66 | 1171 | 3.226 |
| CTS | 19.31 | 1212 | 3.469 |
| global route | 19.31 | 1212 | 3.373 |
## area by class of cell
type	count	share of cell area (%)
clock buffer	3	3.406
inverter	2	0.6192
multi-input combinational	81	51.70
sequential	8	21.47
tap	77	7.946
timing repair buffer	18	14.86
Power figures rest on the tool's default switching activity, not on a simulated workload.
