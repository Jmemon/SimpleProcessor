### config.mk
export PLATFORM = sky130hd
export DESIGN_NAME = alu_regfile
export DESIGN_NICKNAME = alu_regfile
export VERILOG_FILES = /design/flow/design.v
export SDC_FILE = /design/flow/constraint.sdc
export NUM_CORES = 4
export LEC_CHECK = 1
export CORE_UTILIZATION = 50
### constraint.sdc
current_design alu_regfile

set clk_period 4.3
set clk_io_pct 0.2

create_clock -name clk0 -period $clk_period [get_ports {clk}]

set non_clock_inputs [all_inputs -no_clocks]
set_input_delay [expr $clk_period * $clk_io_pct] -clock clk0 $non_clock_inputs
set_output_delay [expr $clk_period * $clk_io_pct] -clock clk0 [all_outputs]
### design.v
`timescale 1ns / 1ps
module alu8(input [7:0] a, input [7:0] b, input [2:0] sel,
                    output [7:0] f, output ovf, output take_branch);
    reg [1:0] t_branch;
    reg oflow;
    reg [7:0] out = 8'd0;
    always @(*) begin
        case (sel) 
            3'd0: begin      
                out = a + b;
                if ((a[7] == b[7]) && (a[7] != out[7])) begin
                    oflow = 1;
                end else begin
                    oflow = 0;
                end
            end
            3'd1: out = ~b;      
            3'd2: out = a & b;   
            3'd3: out = a | b;   
            3'd4: out = {a[7], a[7], a[6], a[5], a[4], a[3], a[2], a[1]};    
            3'd5: out = {a[6], a[5], a[4], a[3], a[2], a[1], a[0], 1'b0};    
            3'd6: begin              
                out = 8'd0;
                if (a == b) begin
                    t_branch = 2'b01;
                end else begin
                    t_branch = 2'b00;
                end
            end
            3'd7: begin              
                out = 8'd0;
                if (a != b) begin
                    t_branch = 2'b10;
                end else begin
                    t_branch = 2'b00;
                end
            end
        endcase
    end
    assign ovf = oflow & ~sel[2] & ~sel[1] & ~sel[0];
    assign take_branch = (t_branch[0] & sel[2] & sel[1] & ~sel[0]) |
                         (t_branch[1] & sel[2] & sel[1] &  sel[0]);
    assign f = out;
endmodule
`timescale 1ns / 1ps
module alu_regfile(input clk, input rst, input wr_en, 
                   input [1:0] wr_addr, input [8:0] wr_data,
                   input [1:0] rd0_addr, input [1:0] rd1_addr, 
                   input [7:0] instr_i, input [2:0] alu_op, 
                   input alu_s0, input alu_s1,
                   output [7:0] f, output ovf, output take_branch,
                   output [7:0] alu_in0, output [7:0] alu_in1,
		           output [8:0] ReadData1, output [8:0] ReadData2
    );
    wire [8:0] rd0_data;
    wire [8:0] rd1_data;
    reg [7:0] in0;
    reg [7:0] in1;
    assign alu_in0 = in0;
    assign alu_in1 = in1;
    assign ReadData1 = rd0_data;
    assign ReadData2 = rd1_data;
    reg_file regFile (.clk(clk), .rst(rst), .wr_en(wr_en), .wr_addr(wr_addr), .wr_data(wr_data), 
            .rd0_addr(rd0_addr), .rd1_addr(rd1_addr), .rd0_data(rd0_data), .rd1_data(rd1_data));
    always @(*) begin
        case (alu_s0) 
            0: in0 = rd0_data[7:0];
            1: in0 = 8'd0;
        endcase
        case (alu_s1)
            0: in1 = rd1_data[7:0];
            1: in1 = instr_i;
        endcase
    end
    alu8 alu (.a(alu_in0), .b(alu_in1), .sel(alu_op), .f(f), .ovf(ovf), .take_branch(take_branch));
endmodule
`timescale 1ns / 1ps
module reg_file(input clk, input rst, input wr_en, 
    input [1:0] wr_addr, input [8:0] wr_data,
    input [1:0] rd0_addr, input [1:0] rd1_addr, 
    output [8:0] rd0_data, output [8:0] rd1_data);
    reg [8:0] reg0;
    reg [8:0] reg1;
    reg [8:0] reg2;
    reg [8:0] reg3;
    assign rd0_data = (rd0_addr[1] == 0) ? (rd0_addr[0] == 0 ? reg0 : reg1) : 
                                           (rd0_addr[0] == 0 ? reg2 : reg3);
    assign rd1_data = (rd1_addr[1] == 0) ? (rd1_addr[0] == 0 ? reg0 : reg1) :
                                           (rd1_addr[0] == 0 ? reg2 : reg3);
    initial begin
        reg0 = 9'd0;
        reg1 = 9'd0;
        reg2 = 9'd0;
        reg3 = 9'd0;
    end
    always @(posedge rst, posedge clk) begin
        if (rst) begin
            reg0 = 9'd0;
            reg1 = 9'd0;
            reg2 = 9'd0;
            reg3 = 9'd0;
        end else if (wr_en) begin
            case (wr_addr)
                2'd0: reg0 = wr_data;
                2'd1: reg1 = wr_data;
                2'd2: reg2 = wr_data;
                2'd3: reg3 = wr_data;
            endcase
        end
    end
endmodule
### run.sh
#!/bin/bash
# OpenROAD 26Q1-2900-gdf79404cd8, Yosys 0.63+post, stock flow scripts
make -C /OpenROAD-flow-scripts/flow DESIGN_CONFIG=/design/flow/config.mk WORK_HOME=/design/flow/orfs finish
==> impl_metrics.csv <==
group,metric,value,unit
flow_run,cap_violations,0,
flow_run,warnings,36,
sta,worst_pin_slew,0.5579,ns
synthesis,async_flop_share,92.31,%
route,drt_wl_total,8.252,mm
setup_path,critPathMaxFanout,3,
synthesis,ys_chip_area,2992,sq um
route,antenna_cells,0,
sta,relSlewSlack,62.69,%
synthesis,ys.flop_type,"dfrtp_1",
setup_path,cp_top_family,"buffers and inverters",
global_routing,grt_first_pass_wirelength,13.19,mm
floorplan,fp_util,53.03,%
cts,clockBufferDepth,2,
placed_design,postPlaceCellArea,4264,sq um
sta,clock_skew,0,ns
global_routing,overflow,0,
final_layout,final_area,4558,sq um
sta,max_freq,232.8,MHz
outcome,status,"finished, final reports clean",
cts,cts.root.buffer_cell,"clkbuf_8",
cts,holdBufCountCts,0,
setup_path,cp-end-kind,"output port",
placed_design,io_buffers,74,
final_layout,final_cells,498,
sta,period_minus_slack,4.296,ns
sta,hold_viol,0,
synthesis,yosysUniqueCellTypes,49,
global_routing,grt_pass1_vias,2768,
pwr,power.leakage,2.037,nW
floorplan,dieWidth,79.35,um
route,vias_per_cell,5.622,
final_layout,n_fill_cell,343,
route,avgRoutedWirePerCell,16.57,um
synthesis,synthTopCellsByCount,"38 x mux2_2, 36 x dfrtp_1, 20 x inv_1, 16 x ha_1, 15 x nand2_1",
synthesis,synth_warnings,3,
sta,untimed_endpoints,3,
synthesis,ys_cells,278,
setup_path,crit_buf_inv,4,
sta,unclocked_pins,3,
synthesis,top_cell,"mux2_2",
route,drc_errors,0,
floorplan,die_area,6296,sq um
floorplan,ios,75,
synthesis,largest_area_cell,"dfrtp_1",
synthesis,syn-instance-count,278,
route,drtIter0Drc,74,
route,final_antenna_net_count,0,
sta,fin_crit_sh,99.91,%
setup_path,crit_required,3.44,ns
global_routing,grtUsageTotal,28.61,%
synthesis,syn-cell-area,2992,sq um
cts,cts.clk_slew.worst_paths,0.07,ns
placed_design,place.detailed.hpwl,6.402,mm
final_layout,area_growth,52.36,%
global_routing,grt_max_degree,37,
sta,setup_ws,0.003710,ns
cts,tritoncts,"built",
synthesis,synth_top_area_share,30.11,%
setup_path,slowest_delay,0.52,ns
floorplan,die_y,79.35,um
setup_path,slowest_stage,"mux4_2",
floorplan,coreArea,5642,sq um
cts,htreeDepth,2,
setup_path,cp_data_arrival_time,3.44,ns
pwr,peakVddDrop,0.3208,mV
setup_path,crit_path_start_kind,"input port",
cts,clock_latency,0.28,ns
cts,cts_buffers,5,
pwr,p_per_area,318.0,nW/um^2
setup_path,path_cells,"clkdlybuf4s15_2 -> buf_4 -> mux4_2 -> nand2b_1 -> ha_1 -> buf_4 -> o211ai_1 -> o21ai_1 -> xnor2_1 -> a22oi_1 -> clkdlybuf4s50_1",
synthesis,synth.avg_cell_area,10.76,sq um
synthesis,topCellsByArea,"dfrtp_1 30%, mux2_2 14%, mux4_2 8.3%",
setup_path,crit_type,"input port to output port",
final_layout,drive_gt1_share,40.61,%
route,num_vias,2800,
placed_design,gp_congestion,0.8851,
synthesis,edf_count,0,
global_routing,antenna_found_initial,0,
placed_design,dp_slack,-0.5910,ns
setup_path,crit_top_cell,"buf_4",
sta,rsz0062_at_grt,"true",
sta,setup_violations,0,
synthesis,ys_seq_elements,39,
route,dr.pass1.iters,4,
sta,slew_violations,0,
placed_design,dp_cells,479,
min_path,min_path_type,"flop to flop",
floorplan,rows,27,
==> per-stage QoR <==
step	util, %	hold slack (ns)	total power, mW	TNS (ns)
4_1_cts	79.09	0.5274	1.424	-0.04913
3_3_place_gp	75.58	0.5001	1.157	-2.848
6_report	80.79	0.5268	1.450	0
2_1_floorplan	-	0.4883	0.7785	0
5_1_grt	80.79	0.5482	1.542	-0.1977
3_5_place_dp	75.58	0.5086	1.167	-3.112
==> flip-flops by register name, summed over array words and instances, names as in the netlist <==
name / count
regFile.reg1: 9
regFile.reg2: 9
regFile.reg0: 9
regFile.reg3: 9
alu.oflow: 1
alu.t_branch: 2
==> what timing repair did <==
item                                    in CTS  in global routing
pin swaps                                   15                 13
resized                                     38                 12
setup buffers                                4                  8
endpoints found under the setup margin       8                  7
==> final timing paths <==
| check | start | end | slack [ns] | cells past startpoint |
|---|---|---|---|---|
| min in group asynchronous | rst | regFile.reg1[6] | 1.02 | 3 |
| worst min-delay path | regFile.reg0[4] | regFile.reg0[4] | 0.53 | 1 |
| worst max-delay path | rd0_addr[0] | f[5] | 0.004 | 11 |
| worst max register to register | regFile.reg0[3] | regFile.reg0[3] | 3.51 | 1 |
| worst min register to register | regFile.reg0[4] | regFile.reg0[4] | 0.53 | 1 |
| max in group asynchronous | rst | regFile.reg1[0] | 2.95 | 3 |
==> routing by layer <==
metal / track usage (%) / up-vias / part of all wire [%]
met2: 47.76 / 88 / 49
met1: 41.36 / 1374 / 43
li1: - / 1327 / -
met3: 5.601 / 11 / 5.9
met5: 0 / - / 0
met4: 4.182 / 0 / 1.4
==> report_power, final <==
part	internal, mW	total (mW)	switching [mW]
logic	0.494	0.774	0.280
clock network	0.110	0.218	0.109
registers	0.408	0.457	0.0488
==> placed cells by master (no fill, tap or decap), drive strengths merged, types with 3 or more instances in the layout <==
master	n
nor4	3
clkdlybuf4s15	3
nand2	15
a221oi	4
mux4	14
a31oi	3
o21a	6
o22a	4
or3	4
nor2	14
clkbuf	6
dlymetal6s2s	3
a21oi	7
nor2b	6
o211ai	9
clkdlybuf4s50	65
nand2b	13
a22oi	7
dfrtp	36
xor2	4
o21ai	5
dlxtn	3
buf	82
ha	16
mux2i	8
mux2	40
nor3b	3
inv	20
==> area by class of cell <==
type | instances | area (sq um) | share of cell area (%)
Clock buffer | 6 | 72.57 | 1.592
Clock inverter | 1 | 5.005 | 0.1098
Inverter | 20 | 75.07 | 1.647
Multi-Input combinational cell | 205 | 2013 | 44.17
Sequential cell | 39 | 945.9 | 20.75
Tap cell | 72 | 90.09 | 1.976
Timing Repair Buffer | 155 | 1356 | 29.76
==> kinds of logic (layout without fill, tap and decap cells) <==
logic type      count (synthesis)  count (layout)  synth area share [%]
fa+ha+maj                      17              17                 7.361
xor+xnor                        6               6                 1.757
flops                          36              36                 30.11
mux                            62              62                 29.44
latches                         3               3                 1.506
simple gates                   68              68                 12.13
buf+inv                        34             182                 5.060
compound gates                 52              52                 12.63
Power figures rest on the tool's default switching activity, not on a simulated workload.
