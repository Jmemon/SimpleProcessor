File: ./design.v
`timescale 1ns / 1ps
module data_memory(input clk, input rst, input we,
    input [7:0] a, input [8:0] d, output [8:0] spo);
    integer i;
    reg [8:0] mem [255:0];
    assign spo = mem[a];
    initial begin
        for (i=0; i<256; i=i+1) begin
            mem[i] = 9'd0;
        end
    end
    always @(posedge rst, posedge clk) begin
        if (rst) begin
            for (i=0; i<256; i=i+1) begin
                mem[i] = 9'd0;
            end
        end else if (we) begin
            mem[a] <= d;
        end
    end
endmodule
File: ./run.sh
#!/bin/bash
# OpenROAD 26Q1-2900-gdf79404cd8, Yosys 0.63+post, stock flow scripts
make -C /OpenROAD-flow-scripts/flow DESIGN_CONFIG=/design/flow/config.mk WORK_HOME=/design/flow/orfs finish
File: ./constraint.sdc
current_design data_memory

set clk_period 11.7
set clk_io_pct 0.2

create_clock -name clk0 -period $clk_period [get_ports {clk}]

set non_clock_inputs [all_inputs -no_clocks]
set_input_delay [expr $clk_period * $clk_io_pct] -clock clk0 $non_clock_inputs
set_output_delay [expr $clk_period * $clk_io_pct] -clock clk0 [all_outputs]
File: ./config.mk
export PLATFORM = sky130hd
export DESIGN_NAME = data_memory
export DESIGN_NICKNAME = data_memory
export VERILOG_FILES = /design/flow/design.v
export SDC_FILE = /design/flow/constraint.sdc
export NUM_CORES = 4
export LEC_CHECK = 1
export CORE_UTILIZATION = 30
==> run notes <==
run results: 1st-iter DRT viols=6909, Avg WL per Cell=between 40 and 50 µm, port bufs=28, critical path class=primary input to primary output, Critical Path Source Type=primary input, most numerous logic cell after layout=dfrtp_1, Synth flops=between 2000 and 2500, Tightest Hold Check Type=flop to flop, Root Driver=clkbuf_16, Post-synth EDFFs=0, Die H=586 µm, die area=343000 µm², Lkg Pwr=around 56 nW, Hold WS=0.497 ns, WP data arrival=8.50 ns, fin crit period=roughly 11 ns, clock skew=0 ns, Peak VDD IR=0.000114 V, Tot Pwr=18.1 mW, share of layout cells above drive strength 1=41.4%, clock buffer depth=4, Distinct lib cells used=between 70 and 80, crit-path max FO=29, Top Registers=mem: 2304 flops, post-DP HPWL=368000 µm, Final Routed Wirelength=around 530000 µm, max-slew violations=2, CP Capture Type=primary output, most frequent logic cells in the routed design=dfrtp_1, mux2_2, a22oi_1, vias in the first global route=76414, total number of H-tree levels=5, Worst-Margin Slew=roughly 1.5 ns, f_max=92.3 MHz, Chip Width=586 µm, Via Count=between 70000 and 80000, Top Ports=29, Post-Syn Area per Cell=between 10 and 15 µm², drc violations=0, asr flop ratio synth=100%, Setup violations, final=0, CTS Sinks=approximately 2300, Post-Syn Area=102000 µm², grt ovf=0, CTS tree=built, Final Util=between 30% and 40%, Fill cells=32038, Area Growth Syn to Fin=16.5%, CORE AREA=338000 µm², max reg flops=2304, gr usage total=32.1%, initial antenna violation count=51, Synth Flop Type=dfrtp_1, largest net degree at the start of global routing=129, Storage cell area=57700 µm², iteration count of the initial detailed-routing pass=8, first-pass GRT wire length=709000 µm, postcts setup bufs=0, routed vias/inst=slightly above 6, Hold Fails Final Rpt=0, Chip Area, Yosys=102000 µm², CTS Hold Buffers Added=0, Seq share, synth=roughly 56%, Final TNS setup=0 ns, Yosys Instances=approximately 7700, Floorplan Utilization=a little under a third, pwr dens=152 nW/µm², RSZ-0062 raised after global routing=no, Antenna Nets Post-Route=0, failing checks=capacitance limit, slew limit, Max-Slew Margin vs Limit=-1.02%, global placer's final weighted congestion=~1.1, CTS clock-pin slew for the worst setup and hold paths=approximately 0.060 ns, Logic area=42400 µm², clk latency late pin=0.89 ns, post_cts resized=0, total tool warning count=between 60 and 70, row count=approximately 210, WP data required=9.36 ns, Mapped Cells=between 7000 and 8000, Ys Warns=2, Largest Register=mem, Final Cycle Share=92.6%, max cap viols=1, CTS Buf Count=269, status=complete, but fails checks
## power breakdown
| group | total [mW] | switching (mW) | internal, mW |
|---|---|---|---|
| Clock | 8.42 | 3.53 | 4.89 |
| Combinational | 1.13 | 0.757 | 0.376 |
| Sequential | 8.58 | 0.242 | 8.34 |
## final cells by class
| class | instances | share of cell area [%] |
|---|---|---|
| Multi-Input combinational cell | 4776 | 35.6 |
| Timing Repair Buffer | 557 | 3.80 |
| Inverter | 6 | 0.0221 |
| Tap cell | 4515 | 4.74 |
| Clock buffer | 388 | 6.57 |
| Antenna cell | 56 | 0.118 |
| Clock inverter | 77 | 0.740 |
| Sequential cell | 2304 | 48.4 |
## critical path, stage by stage
cell and delay [ns]:
buf_2 0.58, buf_4 0.39, nor4b_2 0.11, buf_4 0.34, buf_4 0.33, buf_4 0.23, a222oi_1 0.65, o22ai_1 0.17
nor4_1 1.16, nand2_1 0.56, nor4_2 0.66, buf_4 0.23, nand3_1 0.19, clkdlybuf4s50_1 0.48
## cells by family after synthesis
group	Yosys count	share of synthesized area [%]
AND-OR/OR-AND	1467	10.6
XOR/XNOR	3	0.0257
buffers and inverters	608	2.52
flip-flops	2304	56.4
multiplexers	2309	25.4
AND/OR/NAND/NOR	997	4.97
## cells in the mapped netlist, drive strengths merged, types with 6 or more instances
cell type | count | area share, %
dfrtp | 2304 | 56
mux2 | 2304 | 25
a22oi | 751 | 5.5
clkbuf | 397 | 1.5
nand2 | 383 | 1.5
buf | 205 | 1.0
nor2 | 183 | 0.70
o22ai | 173 | 1.1
a21oi | 131 | 0.64
a22o | 111 | 0.95
a32oi | 102 | 0.87
nand4 | 84 | 0.51
nand3 | 82 | 0.40
nor4 | 76 | 0.50
a222oi | 44 | 0.43
nor3 | 42 | 0.21
a221oi | 37 | 0.32
o21ai | 31 | 0.15
and3 | 27 | 0.17
and2 | 20 | 0.12
a31oi | 17 | 0.10
or4 | 15 | 0.11
a2111oi | 14 | 0.12
o211ai | 13 | 0.095
nor4bb | 11 | 0.11
and4b | 9 | 0.088
nand4bb | 9 | 0.099
nor4b | 9 | 0.10
and4 | 8 | 0.069
nand4b | 8 | 0.081
or4b | 8 | 0.078
a211oi | 7 | 0.051
nor2b | 7 | 0.043
inv | 6 | 0.022
## per-stage QoR
step | worst slack, ns | cells | area [µm²]
global route | 1.02 | 12644 | 119000
floorplan | -22.66 | 7688 | 102000
finish | 0.862 | 12679 | 119000
CTS | 1.28 | 12622 | 119000
global placement | 1.13 | 12156 | 110000
detailed placement | 1.31 | 12157 | 110000
## worst paths after layout
check / slack, ns / to / startpoint / cells after the start
min: 0.50 / mem[167][5]$_DFFE_PP0P_ / mem[167][5]$_DFFE_PP0P_ / 1
min reg2reg: 0.50 / mem[167][5]$_DFFE_PP0P_ / mem[167][5]$_DFFE_PP0P_ / 1
max reg2reg: 10.56 / mem[132][6]$_DFFE_PP0P_ / mem[132][6]$_DFFE_PP0P_ / 1
min in group asynchronous: 1.83 / mem[229][5]$_DFFE_PP0P_ / rst / 2
max: 0.86 / spo[0] / a[4] / 14
max in group asynchronous: 6.60 / mem[167][3]$_DFFE_PP0P_ / rst / 6
## layer usage
layer  up-vias  track usage (%)  part of all wire, %
li1      29743                -                    -
met1     40517             38.6                   36
met4        42             21.4                  8.6
met2      4760             42.2                   40
met3      1394             20.1                   15
met5         -             1.74                 0.13
Power figures rest on the tool's default switching activity, not on a simulated workload.
